<file path="flow/run.sh">
#!/bin/bash
# OpenROAD 26Q1-2900-gdf79404cd8, Yosys 0.63+post, stock flow scripts
make -C /OpenROAD-flow-scripts/flow DESIGN_CONFIG=/design/flow/config.mk WORK_HOME=/design/flow/orfs finish
</file>
<file path="flow/config.mk">
export PLATFORM = sky130hd
export DESIGN_NAME = relu_block
export DESIGN_NICKNAME = relu_block
export VERILOG_FILES = /design/flow/design.v
export SDC_FILE = /design/flow/constraint.sdc
export NUM_CORES = 4
export LEC_CHECK = 1
export CORE_UTILIZATION = 50
</file>
<file path="flow/constraint.sdc">
current_design relu_block

set clk_period 2.9
set clk_io_pct 0.2

create_clock -name clk0 -period $clk_period [get_ports {clk}]

set non_clock_inputs [all_inputs -no_clocks]
set_input_delay [expr $clk_period * $clk_io_pct] -clock clk0 $non_clock_inputs
set_output_delay [expr $clk_period * $clk_io_pct] -clock clk0 [all_outputs]
</file>
<file path="flow/design.v">
module relu_block #(
    parameter datawidth = 11,
    parameter rows = 10
)(
    input clk,
    input rst_vals,
    input rst_overall,
    input layer_done,
    input wire signed [rows*datawidth-1:0] in,
    output logic signed [rows*datawidth-1:0] out,
   output logic done
);
    integer i;
    always_ff @(posedge clk) begin
        if (rst_overall||rst_vals) begin
            out <= 0;
            done <= 0;
        end
        else if (layer_done == 1) begin
        for (i = 0; i < rows; i = i + 1) begin
            if (in[(rows-i-1)*datawidth + datawidth - 1] == 1'b0) begin
                out[(rows-i-1)*datawidth +: datawidth] <= in[(rows-i-1)*datawidth +: datawidth];
            end else begin
                out[(rows-i-1)*datawidth +: datawidth] <= {datawidth{1'b0}};
            end
            end
        done <= 1;
        end
        else if (done == 1)
        done <= 0;
    end
endmodule
</file>
==> impl_metrics.tcl <==
# metrics dict for downstream scripts
set metrics [dict create \
    synthDistinctLibCells 13 \
    power_frac_clock 0.330 \
    fp_util 0.519 \
    cts-buffers-inserted 9 \
    warnings 27 \
    path_clk_slew_ns 0.09 \
    die-area_um2 9480 \
    syn_to_final_growth_pct 50.2 \
    sw_frac_of_total 0.227 \
    htreeDepth 3 \
    cp-start-kind "flop" \
    drt-initial-drc-count 157 \
    viasPerCell 4.96 \
    cts_hold_buf 0 \
    clk_latency_ns 0.35 \
    first_global_vias 3519 \
    ctsResizeCount 0 \
    cts_tree "built" \
    syn_avg_cell_area_um2 10.2 \
    ys_ff 101 \
    p_sw_uw 620 \
    grt_pass1_wl_um 17500 \
    clk_path_buf_depth 2 \
    groute.usage.overall 0.231 \
    tightestPinTransition_ns 0.548 \
    cp_cell_sequence "clkdlybuf4s50_1" \
    grt.overflow.total 0 \
    via_count 3756 \
    antenna_found_initial 0 \
    finalCriticalPeriod_ns 1.78 \
    timing_hold_violations_final 0 \
    clock_sinks 101 \
    clock.fmax_mhz 563 \
    routedWlPerCell_um 14.3 \
    core_area_um2 8760 \
    placementRows 34 \
    power_leakage_uw 0.00212 \
    fin_setup_tns_ns 0 \
    slew_headroom 0.635 \
    status "finished, final reports clean" \
    postSynthCellCount 448 \
    cp_max_fo 2 \
    powerDensity_nw_per_um2 400 \
    ys_warn_count 1 \
    n_antenna_cell 0 \
    grt_start_max_net_pins 85 \
    dp_hpwl_um 7430 \
    drv_slew 0 \
    topCellsByArea "dfxtp_1, a21oi_2, nand3b_1, nand2b_1, buf_6" \
    syn_area_um2 4550 \
    routed_wl_um 10800 \
    final_area_um2 6840 \
    yosysTopAreaCell "dfxtp_1" \
    place_congestion 0.798 \
    cp.required_ns 2.32 \
    critPathArrivalTime_ns 1.20 \
    p_int_uw 2110 \
    path_buffers 1 \
    cp_slowest_cell "clkdlybuf4s50_1" \
    setup_viol 0 \
    critPathMaxStageDelay_ns 0.51 \
    finalClockPeriodUsage 0.613 \
    numPortBuffers 214 \
    power_frac_comb 0.148 \
    holdCritPathClass "reg -> reg" \
    worstSetupPathType "reg -> out" \
    irDropWorstVdd_uv 394 \
    yosysChipArea_um2 4550 \
    postSynthSeqShare 0.444 \
    yosys.area.top_type_share 0.444 \
    firstDrtPassIters 6 \
    chipWidth_um 97.4 \
    worstSetupEndpointType "output pin" \
    crit_family "buffers and inverters" \
    ant_nets 0 \
    maxCapViolations 0 \
    rsz0062_at_grt "false" \
    die_h_um 97.4 \
    drive_above_1_share 0.173 \
    fin_skew_ns 0 \
    drc 0 \
    ioPinCount 225 \
    place_area_um2 6640 \
    post_cts_buffers 0 \
    root_buffer "clkbuf_8" \
    p_seq_frac 0.522 \
    yosysCellCount 448 \
]
final cells by class:
class / count / area [um^2]
Clock inverter: 3 / 45.0
Sequential cell: 101 / 2020
Clock buffer: 12 / 155
Tap cell: 108 / 135
Fill cell: 596 / 1930
Timing Repair Buffer: 220 / 2210
Inverter: 1 / 3.75
Multi-Input combinational cell: 312 / 2260
flip-flops by register name, indices dropped and copies added (netlist names):
register  count
done          1
out         100
cells in the mapped netlist:
| cell | number |
|---|---|
| nand2b_1 | 100 |
| inv_1 | 1 |
| clkbuf_1 | 10 |
| nand3b_1 | 100 |
| buf_4 | 12 |
| a21oi_2 | 90 |
| conb_1 | 1 |
| buf_2 | 11 |
| buf_6 | 10 |
| a21oi_1 | 10 |
| dfxtp_1 | 101 |
| nor2_1 | 1 |
| or2_1 | 1 |
final timing paths:
| check | startpoint | endpoint | slack (ns) | depth (start not counted) |
|---|---|---|---|---|
| worst min-delay path | out[94] | out[94] | 0.47 | 2 |
| worst max-delay path | out[97] | out[97] | 1.12 | 1 |
| worst min register to register | out[94] | out[94] | 0.47 | 2 |
| worst max register to register | out[58] | out[58] | 2.29 | 2 |
power by group through the flow:
stage | registers (uW) | clock network [uW] | logic, uW
4_1_cts | 1430 | 928 | 407
5_1_grt | 1430 | 982 | 435
6_report | 1430 | 903 | 404
cell families (layout without fill, tap and decap cells):
logic type      count (synthesis)  after routing  share of synthesized area
buf+inv                        44            236                     0.0657
flops                         101            101                      0.444
compound gates                100            100                      0.184
simple gates                  202            202                      0.305
other cells                     1             10                   0.000824
layer usage:
| layer | track usage | part of all wire |
|---|---|---|
| met3 | 0.0900 | 0.11 |
| met1 | 0.353 | 0.45 |
| met2 | 0.335 | 0.44 |
| met5 | 0 | 0 |
| met4 | 0.0170 | 0.0092 |
stage by stage:
| step | power, uW | setup slack [ns] | cells | utilization | hold WS [ns] |
|---|---|---|---|---|---|
| after detailed placement | 1860 | 0.969 | 742 | 0.757 | 0.459 |
| after floorplan | 1640 | 1.64 | 457 | - | 0.431 |
| after global placement | 1860 | 0.987 | 742 | 0.757 | 0.454 |
| after global routing | 2850 | 1.05 | 757 | 0.780 | 0.497 |
| final | 2730 | 1.12 | 757 | 0.780 | 0.468 |
| after CTS | 2760 | 1.11 | 757 | 0.780 | 0.472 |
cell usage in the layout (no fill, tap or decap), drive strengths merged:
master / count
a21oi: 100
buf: 7
bufinv: 1
clkbuf: 12
clkdlybuf4s50: 213
clkinvlp: 2
conb: 10
dfxtp: 101
inv: 1
nand2b: 100
nand3b: 100
nor2: 1
or2: 1
Power is estimated from default activity; no workload was simulated.
